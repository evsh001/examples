## /design/flow/config.mk

```make
export PLATFORM = sky130hd
export DESIGN_NAME = i2c_master
export DESIGN_NICKNAME = i2c_master
export VERILOG_FILES = /design/flow/design.v
export SDC_FILE = /design/flow/constraint.sdc
export NUM_CORES = 4
export LEC_CHECK = 1
export CORE_UTILIZATION = 30
```

## /design/flow/constraint.sdc

```tcl
current_design i2c_master

set clk_period 5.6
set clk_io_pct 0.2

create_clock -name clk0 -period $clk_period [get_ports {clk}]

set non_clock_inputs [all_inputs -no_clocks]
set_input_delay [expr $clk_period * $clk_io_pct] -clock clk0 $non_clock_inputs
set_output_delay [expr $clk_period * $clk_io_pct] -clock clk0 [all_outputs]
```

## /design/flow/design.v

```verilog
`timescale 1ns / 10ps
module i2c_master 
  #
  (
   parameter  INTERVAL     = 1_000_000_000,
   parameter  CLK_PER      = 22
  )
  (
   input wire                      clk, 
   inout wire                      SCL,
   inout wire                      SDA,
   output logic                    measure_done,
   output logic [15:0]             i2c_data
   );
  localparam TIME_1SEC   = int'(INTERVAL/CLK_PER);  
  localparam TIME_TFALL  = int'(100/CLK_PER);
  localparam TIME_TRISE  = int'(300/CLK_PER);
  localparam TIME_THDSTA = int'(600/CLK_PER);
  localparam TIME_THIGH  = int'(600/CLK_PER);
  localparam TIME_TLOW   = int'(1300/CLK_PER);
  localparam TIME_TSUDAT = int'(400/CLK_PER);
  localparam TIME_TSUSTO = int'(600/CLK_PER);
  localparam I2C_ADDR = 7'b1000000;  
  localparam I2C_COMM_TEMP = 8'hE3;     
  localparam I2C_COMM_HUMI = 8'hE5;     
  localparam I2CBITS  = 1 +  
                        7 +  
                        1 +  
                        1 +  
                        8 +  
                        1 +  
                        1 +  
                        7 +  
                        1 +  
                        1 +  
                        1 +  
                        8 +  
					    1 +  
                        8 +  
					    1 +  
					    1;   
  logic               sda_en;
  logic               scl_en;
  logic               scl_release;
  logic               r_start;
  logic               temp_hum;
  logic [7:0]         reg_send;
  logic               send_en;
  logic               capture_en;
  logic [3:0]         bit_index;
  logic               counter_reset;
  logic [$clog2(TIME_1SEC)-1:0]  counter;
  logic [$clog2(I2CBITS)-1:0]    bit_count;
  typedef enum bit [3:0]
               {
                IDLE,
                START,
                TLOW,
                TDATSU,
                THIGH,
                TWAIT,
                STOP
                } i2c_s;
  i2c_s I2C_State;
  initial begin
    measure_done = '0;
    r_start    = '0;
    bit_count  = '0;
    bit_index  = '0;
    send_en    = '0;
    capture_en = '0;
    sda_en     = '1;
    scl_en     = '1;
    temp_hum   = '0;
    I2C_State  = IDLE;
    counter    = '0;
    counter_reset = '0;
  end
  assign SCL = scl_en ? 'z : '0;
  assign SDA = sda_en ? 'z : '0;
  always @(posedge clk) begin
    scl_en                     <= '1;
    if (counter_reset) counter <= '0;
    else counter  <= counter + 1'b1;
    counter_reset <= '0;
    measure_done  <= '0;
    scl_release   <= (SCL) ? '1 : '0;
    case (I2C_State)
      IDLE: begin
        bit_count <= '0;
        if (counter == TIME_1SEC) begin
          temp_hum      <= ~temp_hum;
          i2c_data      <= '0;
          counter_reset <= '1;
          I2C_State     <= START;
        end
      end
      START:
        if (counter == TIME_THDSTA) begin
          counter_reset   <= '1;
          scl_en          <= '0;     
          I2C_State       <= TLOW;
        end
      TLOW: begin
        scl_en          <= '0;      
        if (counter == TIME_TFALL + TIME_TLOW - TIME_TSUDAT) begin
          bit_count     <= bit_count + 1'b1;
          counter_reset <= '1;
          I2C_State     <= TDATSU;
          if (send_en | capture_en)  bit_index  <= bit_index + 1;
          if (bit_index == 8)        bit_index  <= '0;
        end
      end
      TDATSU: begin
        scl_en          <= '0;                           
        if (bit_count == 29)   I2C_State   <= TWAIT;     
        if (counter == TIME_TSUDAT) begin
          counter_reset <= '1;
          if (bit_count == 19) begin                     
            r_start     <= '1;
            I2C_State   <= THIGH;   
          end else if (bit_count == 48)                  
            I2C_State   <= STOP;
          else 
            I2C_State   <= THIGH;       
        end
      end
      THIGH: begin
        if (counter == TIME_TRISE + TIME_THIGH) begin
          if (capture_en) i2c_data <= i2c_data << 1 | SDA;
          counter_reset <= '1;
          I2C_State     <= TLOW;
          if (r_start) begin
            I2C_State   <= START;
            r_start     <= '0;
          end     
        end
      end
      TWAIT: begin
        I2C_State <= (scl_release) ? TLOW : TWAIT; 
        counter_reset <= '1; 
      end             
      STOP: begin
        if (counter == TIME_TSUSTO) begin
          measure_done  <= '1;
          counter_reset <= '1;
          I2C_State     <= IDLE;
        end
      end
    endcase
  end
  always @(posedge clk) begin
    if (I2C_State == IDLE)
      sda_en  <= '1;
    else if (send_en &&  bit_index < 8)
      sda_en     <= reg_send[7-bit_index];
    else if (I2C_State == START)
      sda_en  <= '0;
    else if (bit_count == 1) begin                          
      send_en    <= '1;
      reg_send   <= {I2C_ADDR, 1'b0};
    end else if (bit_count == 10) begin                     
      send_en    <= '1;
      reg_send   <= temp_hum ? I2C_COMM_HUMI : I2C_COMM_TEMP;
    end else if (bit_count == 20) begin                     
      send_en    <= '1;
      reg_send   <= {I2C_ADDR, 1'b1};
    end else if (bit_count == 30 || bit_count == 39) begin     
      capture_en <= '1;
      sda_en     <= '1;
    end else if (bit_count == 48 || bit_count == 38 || bit_count == 0)            
      sda_en     <= '0;
    else
      sda_en     <= '1;
    if (bit_index == 8) begin
      send_en    <= '0;
      capture_en <= '0;
    end     
  end
endmodule
```

## /design/flow/run.sh

```bash
#!/bin/bash
# OpenROAD 26Q1-2900-gdf79404cd8, Yosys 0.63+post, stock flow scripts
make -C /OpenROAD-flow-scripts/flow DESIGN_CONFIG=/design/flow/config.mk WORK_HOME=/design/flow/orfs finish
```

==> run summary <==
Status of the implementation.

- The slowest cell on the critical path is sky130_fd_sc_hd__or4_1, for reference.
- The report shows a maximum critical-path fanout of 5.
- The count of buffers inserted at the top-level ports is 1, for reference.
- The overall fraction of global-route tracks in use is 0.113, for reference.
- The number of setup violations in the final report is 0, for reference.
- Entering global routing, the biggest net connects 27 pins.
- Buffers inserted to repair hold after CTS numbered 0.
- The total chip power is 460 uW, for reference.
- For the worst-skew pair, the clock arrives at the later sink with an insertion delay of 290 ps.
- The filler cell count is 770, for reference.
- The largest incremental delay on the critical path is 580 ps, for reference.
- 0 antenna diodes ended up in the layout.
- The flow ran to the end, and the final reports show no timing, DRC or antenna violations.
- The type of destination of the critical path is a register, for reference.
- Max-slew check failures listed in the final report amount to 0.
- The area added between synthesis and finish is 4.65%, for reference.
- The first-pass iteration count of the detailed router is 4, for reference.
- In the final layout, flip-flops and latches occupy 861 um2.
- The total overflow left after global routing is 0.
- The mean post-synth cell area is 8.67 um2, for reference.
- The via-per-instance ratio is 4.66, for reference.
- The critical path class is register to register, for reference.
- The main flop type after synthesis is sky130_fd_sc_hd__dfxtp_1, for reference.
- In this run the power density over the cells is 192 nW/um2.
- Yosys mapped the design onto 45 distinct sky130hd cell types.
- The total die area is 7980 um2, for reference.
- Per the slew report, the remaining headroom to the max-slew limit stands at 0.608.
- The logic area is 1260 um2, for reference.
- The count of mapped cells out of synthesis is 264, for reference.
- The final hold violation count is 0, for reference.
- The sort of element at the start of the critical path is a register, for reference.
- The setup slack of the most critical reg-to-reg path is 3160 ps, for reference.
- The die width is 89.3 um, for reference.
- The fraction of synthesis flops using an asynchronous set or reset pin is 0, for reference.
- The finished cells cover 2390 um2.
- The most used logic cell in the final layout is sky130_fd_sc_hd__nor2_1, for reference.
- The share of final-layout standard cells stronger than drive strength 1 is 0.0684, for reference.
- The leakage dissipation is 0.870 nW, for reference.
- The worst voltage drop across the vdd grid is 0.0705 mV, for reference.
- The report lists the number of standard-cell rows as 31.
- The number of antenna violations at the first check in global routing is 0, for reference.
- Yosys stat counts 264 cells in the synthesized netlist.
- In this run the clock root is driven by a sky130_fd_sc_hd__clkbuf_8.
- In this run, synthesis produced a sequential element count of 38.
- In this run, synthesis inferred 10 flip-flops with an integrated enable.
- The TritonCTS buffer count is 5, for reference.
- Buffers added to address setup during post-CTS repair amount to 0.
- STA puts the critical path data required time at 5530 ps.
- The deepest level of the CTS H-tree is 2, for reference.
- The routed design shows a wire length per standard cell of 11.7 um.
- Pin placement for this block handled 20 I/O pins.
- The smallest setup slack after layout is 3160 ps, for reference.
- Per Yosys stat, the portion of area used by sequential elements is 0.376.
- The setup skew after layout is 9.92 ps, for reference.
- The initial standard-cell utilization of the core is 0.312, for reference.
- Per the log, the first TritonRoute iteration ended with a DRC count of 124.
- In this run the maximum-capacitance check reported violations numbering 0.
- The longest clock path from root to sink contains 2 buffers.
- Dividing the final minimum period by the clock period gives 0.435.
- Clock tree synthesis found a total of 38 sinks.
- Walking the worst path, the cells encountered are ha_1 > nand4_1 > or4_1 > o211ai_1 > a21oi_1 > nor4_1.
- STA on the placed design reports a worst setup slack of 3200 ps.
- The chip area line in the Yosys stat output reads 2290 um2.
- The post-detailed-placement half-perimeter wirelength is 3080 um, for reference.
- The final wirelength is 4240 um, for reference.
- Per the post-route antenna check, the number of violating nets is 0.
- The total core area is 7330 um2, for reference.
- The worst-margin pin slew is 582 ps, for reference.
- The highest clock frequency the design can meet is 410 MHz, for reference.
- The top cell types in the final layout, fill and taps aside, are sky130_fd_sc_hd__nor2_1 (41), sky130_fd_sc_hd__dfxtp_1 (28), sky130_fd_sc_hd__nand2_1 (18), sky130_fd_sc_hd__xnor2_1 (18), sky130_fd_sc_hd__conb_1 (18).
- The type of the worst min-delay path is register to register, for reference.
- The number of vias after detailed routing is 1687, for reference.
- On the worst setup and hold paths after CTS, the clock-pin slew comes to 70 ps.
- The number of gates resized after cts is 0, for reference.
- TritonCTS built the clock tree.
- The Yosys step of the flow raised 3 warnings.
- The post-synthesis cell area is 2290 um2, for reference.
- The die span in y is 89.3 um, for reference.
- Subtracting the final worst setup slack from the clock period gives 2440 ps.
- The OpenROAD warning count is 30, for reference.
- The via count of the first global-routing pass came to 1474.
- The routed layout reports a DRC error count of 0.
- The wire length of the first global-routing pass is 6930 um, for reference.
- Summing all placed instances gives a cell area of 2310 um2.
- After routing, the total negative slack on setup checks comes to 0 ps.
- The placer's final routability congestion estimate is 0.914, for reference.
- Setup repair after global routing left no endpoint under its margin.
- Data arrives at the worst endpoint at 2360 ps.
-- area by class of cell --
cell class                      count  area share
Multi-Input combinational cell    203       0.528
Sequential cell                    38       0.359
Tap cell                           99      0.0517
Clock buffer                        8      0.0334
Inverter                           11      0.0172
Timing Repair Buffer                3      0.0104
-- where the power goes --
group	switching (mW)	internal (mW)	total (mW)
clock network	0.0911	0.0884	0.179
logic	0.000217	0	0.000218
registers	0	0.280	0.280
total	0.0913	0.368	0.460
-- kinds of logic (layout without fill, tap and decap cells) --
kind of cell / Yosys count / in the layout / synth area share
buffers and inverters: 40 / 22 / 0.0995
AND/OR/NAND/NOR: 130 / 130 / 0.319
flip-flops: 38 / 38 / 0.376
other: 1 / 18 / 0.00164
XOR/XNOR: 27 / 27 / 0.103
AND-OR/OR-AND: 21 / 21 / 0.0618
adder cells (fa/ha/maj): 7 / 7 / 0.0383
-- final timing paths --
path,startpoint,to,cells past startpoint
setup / recovery,counter[0]$_SDFF_PP0_,I2C_State[0]$_DFFE_PP_,6
hold / removal,counter[0]$_SDFF_PP0_,counter[0]$_SDFF_PP0_,1
setup reg to reg,counter[0]$_SDFF_PP0_,I2C_State[0]$_DFFE_PP_,6
hold reg to reg,counter[0]$_SDFF_PP0_,counter[0]$_SDFF_PP0_,1
-- synthesized netlist by cell type, types with 5 or more instances --
cell type | count | area [um2]
sky130_fd_sc_hd__nor2_1 | 41 | 154
sky130_fd_sc_hd__dfxtp_1 | 28 | 561
sky130_fd_sc_hd__buf_4 | 18 | 135
sky130_fd_sc_hd__nand2_1 | 18 | 67.6
sky130_fd_sc_hd__xnor2_1 | 18 | 158
sky130_fd_sc_hd__nand4_1 | 14 | 87.6
sky130_fd_sc_hd__nand3_1 | 13 | 65.1
sky130_fd_sc_hd__inv_1 | 11 | 41.3
sky130_fd_sc_hd__edfxtp_1 | 10 | 300
sky130_fd_sc_hd__xor2_1 | 9 | 78.8
sky130_fd_sc_hd__clkbuf_1 | 8 | 30.0
sky130_fd_sc_hd__a21oi_1 | 7 | 35.0
sky130_fd_sc_hd__ha_1 | 7 | 87.6
sky130_fd_sc_hd__nor3_1 | 6 | 30.0
sky130_fd_sc_hd__nor4_1 | 5 | 31.3
-- critical path: cells and delay by family, from the launching register on --
kind	cells	cell delay (ps)
adders and majority gates	1	200
DFF	1	400
AOI/OAI and AO/OA	2	260
and+or+nand+nor	3	1220
-- metal layers --
metal	global-route usage	part of all wire	vias to the layer above
li1	-	-	887
met4	0.00866	0.0087	0
met5	0	0	-
met2	0.180	0.45	33
met1	0.169	0.50	762
met3	0.0225	0.040	5
-- registers in the layout, indices dropped and copies added (netlist names) --
| signal | cells |
|---|---|
| measure_done | 1 |
| bit_count | 6 |
| counter_reset | 1 |
| I2C_State | 3 |
| r_start | 1 |
| counter | 26 |
-- per-stage QoR --
stage          std cells  hold slack [ps]   util
2_1_floorplan        281              441      -
3_3_place_gp         354              464  0.316
3_5_place_dp         354              475  0.316
4_1_cts              362              491  0.327
5_1_grt              362              515  0.327
6_report             362              486  0.327
Power figures rest on the tool's default switching activity, not on a simulated workload.
