**./run.sh**
```bash
#!/bin/bash
# OpenROAD 26Q1-2900-gdf79404cd8, Yosys 0.63+post, stock flow scripts
make -C /OpenROAD-flow-scripts/flow DESIGN_CONFIG=/design/flow/config.mk WORK_HOME=/design/flow/orfs finish
```
**./config.mk**
```make
export PLATFORM = sky130hd
export DESIGN_NAME = i2s_max9835a
export DESIGN_NICKNAME = i2s_max9835a
export VERILOG_FILES = /design/flow/design.v
export SDC_FILE = /design/flow/constraint.sdc
export NUM_CORES = 4
export LEC_CHECK = 1
export CORE_AREA = 10 10 95 95
export DIE_AREA = 0 0 105 105
```
**./constraint.sdc**
```tcl
current_design i2s_max9835a

set clk_period 2.3
set clk_io_pct 0.2

create_clock -name clk0 -period $clk_period [get_ports {clk}]

set non_clock_inputs [all_inputs -no_clocks]
set_input_delay [expr $clk_period * $clk_io_pct] -clock clk0 $non_clock_inputs
set_output_delay [expr $clk_period * $clk_io_pct] -clock clk0 [all_outputs]
```
**./design.v**
```verilog
`timescale 1ns/10ps
module i2s_max9835a 
    #
    (
    parameter  SAMPLE_RATE = 34375,
    parameter  DATA_WIDTH  = 16,
    parameter  CLK         = 44_000_000
    )
    (
    input  wire          clk,      
    input  wire          reset_n,        
    input  wire [15:0]   left_data,      
    input  wire          data_valid,     
    output logic         i2s_bclk,       
    output logic         i2s_lrclk,      
    output logic         i2s_dout        
    );
    localparam BCLK_DIV  = CLK / (SAMPLE_RATE*2*DATA_WIDTH*2);          
    localparam LRCLK_DIV = 32;         
    logic [$clog2(BCLK_DIV)-1:0]  bclk_counter;       
    logic [$clog2(LRCLK_DIV)-1:0] bit_counter;        
    logic [15:0] data_reg;
    always_ff @(posedge clk or negedge reset_n) begin
        if (!reset_n) begin
            bclk_counter <= '0;
            i2s_bclk     <= '0;
        end else begin
            if (bclk_counter == BCLK_DIV-1) begin
                bclk_counter <= 0;
                i2s_bclk <= ~i2s_bclk;
            end else begin
                bclk_counter <= bclk_counter + 1;
            end
        end
    end
    always_ff @(negedge i2s_bclk or negedge reset_n) begin
        if (!reset_n) begin
            bit_counter <= '0;
            i2s_lrclk   <= '0;
            i2s_dout    <= '0;
            data_reg    <= '0;
        end else begin
            bit_counter <= bit_counter + 1;
            if (bit_counter == LRCLK_DIV-1) begin
                i2s_lrclk <= 0;
                if (data_valid)
                    data_reg <= left_data;
                else
                    data_reg <= '0;
            end
            else if (bit_counter == 15) begin
                i2s_lrclk <= 1;
            end
            if (bit_counter < 16) begin
                i2s_dout <= data_reg[15 - bit_counter[3:0]];
            end else begin
                i2s_dout <= 0;   
            end
        end
    end
endmodule
```
==> job_summary.md <==
### Metrics collected by this job

| Metric | Value |
|---|---|
| GRT Util Overall | `under 10%` |
| Fmax | `678.2 MHz` |
| Fin crit share | `approximately 64%` |
| Root Driver | `clkbuf_8` |
| DR vias | `between 800 and 900` |
| Clk ins delay skew pair | `between 0.2 and 0.25 ns` |
| Clock buffer depth | `2` |
| CTS tree | `yes` |
| Endpoints left unconstrained | `25` |
| Ys cells | `approximately 120` |
| Fp util | `a little under a fifth` |
| Synth Seq Share | `a little under three fifths` |
| Post-CTS Hold Fix Bufs | `0` |
| Pwr per Cell Area | `185.3 mW/mm2` |
| CP max-delay cell | `clkdlybuf4s50_1` |
| Chip width | `about 110 um` |
| Setup-failing EPs final | `0` |
| Area leader, netlist | `dfrtn_1` |
| Max rail drop VDD | `approximately 0.16 mV` |
| Top cells by area | `dfrtn_1, dfrtp_1, nand3_1, o21ai_0, inv_1` |
| Crit path DRT | `around 1.8 ns` |
| Register pins left without a clock | `23` |
| Worst hold-check path type | `reg2reg` |
| Tmin final | `about 1.5 ns` |
| Synth warnings | `1` |
| CP endpoint kind | `output pin` |
| Final hold vios | `0` |
| Initial antenna violation count | `0` |
| Maximum Capacitance Violations | `0` |
| Max H-tree Level | `1` |
| Die Size | `~0.011 mm2` |
| Most used DFF post-synth | `dfrtn_1` |
| DPL Wire Length | `1984 um` |
| RSZ-0062 raised after global routing | `no` |
| Worst Tran Pin Value | `between 0.6 and 0.7 ns` |
| Remaining global-route overflow | `0` |
| Largest delay share family, worst path | `buffers and inverters` |
| Largest net degree at the start of global routing | `25` |
| Outcome | `completed` |
| Synth Instances | `124` |
| Log Warnings | `26` |
| Area growth syn-to-layout | `28.41%` |
| CP Max Fanout | `2` |
| Fin Clk Skew | `~0.0061 ns` |
| Sum Neg Setup Slack | `0 ns` |
| P_leak | `a little over 0.7 nW` |
| Number of synthesized flops with an enable pin | `0` |
| Vias per cell | `~3.7` |
| Port bufs | `21` |
| Critical path type | `reg2out` |
| Yosys top cell area share | `44.44%` |
| Post-synth ARST share | `about 100%` |
| Vias in the first global route | `~960` |
| Critical Path AT | `1.01 ns` |
| WHS | `0.4663 ns` |
| Core Region | `approximately 0.0069 mm2` |
| Clock-pin slew on the worst setup and hold paths | `0.03 ns` |
| First-pass GRT wire length | `roughly 4400 um` |
| Mapped Avg Cell Area | `roughly 10 um2` |
| Max-slew violations | `0` |
| Row cnt | `30` |
| Post-cts resize count | `0` |
| CP Launch Type | `flop` |
| Top Ports | `22` |
| Largest register FFs | `16` |
| Top cells by count, synth | `dfrtn_1, inv_1, nand3_1, o21ai_0, dfrtp_1` |
| Crit path cell chain | `clkdlybuf4s50_1` |
| Wirelength per Cell | `10.49 um` |
| CTS buffer count | `3` |
| Post-Syn Area | `approximately 0.0013 mm2` |
| Ys flops | `29` |
| Count leader, synth | `dfrtn_1` |
| Post-route ant nets | `0` |
| WL final | `between 2000 and 3000 um` |
| Crit path buffers/inverters | `1` |
| Post-CTS setup buffer count | `0` |
| Distinct lib cells | `23` |
| Critical Path Max Stage Delay | `between 0.4 and 0.5 ns` |
| Die height | `around 110 um` |
| Layout cells sized above 1 | `7.534%` |
| Gpl congestion | `roughly 0.77` |
| Starting DRT DRC Count | `12` |
| TritonRoute pass-1 iters | `3` |
| Worst slew margin relative to its limit | `roughly three fifths` |
| YS chip area | `between 0.001 and 0.0015 mm2` |
| Diodes inserted | `0` |
| DRC | `0` |
report_power, final:
part	internal [mW]	leakage, nW	switching [mW]
Combinational	0.0281	0.310	0.0175
Sequential	0.106	0.374	0
Clock	0.112	0.0216	0.0441
path summary, 6_finish.rpt:
path | start | to | slack, ns | cells after the start
max in group asynchronous | reset_n | bclk_counter[1] | 1.26 | 1
worst min register to register | bclk_counter[0] | bclk_counter[0] | 0.47 | 1
worst min-delay path | bclk_counter[0] | bclk_counter[0] | 0.47 | 1
min in group asynchronous | reset_n | bclk_counter[2] | 0.63 | 1
worst max register to register | bclk_counter[0] | i2s_bclk | 1.10 | 3
worst max-delay path | i2s_bclk | i2s_bclk | 0.83 | 1
metrics by stage:
stage	std cells	area (um2)	power, mW	utilization, %	worst slack, ns
global placement	239	1622	0.1544	23.48	0.9504
detailed placement	239	1622	0.1546	23.48	0.9618
floorplan	124	1295	0.1100	-	1.243
finish	242	1663	0.3081	24.08	0.8255
CTS	242	1663	0.3136	24.08	0.8127
global route	242	1663	0.3213	24.08	0.7904
logic make-up after synthesis:
logic type | Yosys count | synth area share, %
AOI/OAI and AO/OA | 25 | 11.59
DFF | 29 | 56.04
muxes | 5 | 5.797
xor gates and xnor gates | 4 | 2.706
and+or+nand+nor | 31 | 11.89
buffers and inverters | 26 | 8.116
adders and majority gates | 4 | 3.865
metal layers:
metal,vias to the layer above,track usage [%],wire [um]
li1,458,-,-
met1,418,6.182,1231
met2,17,7.117,1104
met5,-,0,0
met3,2,1.429,133
met4,0,1.275,70
cells in the final DEF, fill, tap and decap left out, types with 4 or more instances in the layout:
cell type	Yosys	routed
o21ai_0	18	18
nand2_1	5	5
dfrtp_1	6	6
clkdlybuf4s50_1	0	21
ha_1	4	4
dfrtn_1	23	23
nand3_1	18	18
nor2_1	4	4
inv_1	21	21
area by class of cell:
| type | instances | area (um2) |
|---|---|---|
| Tap cell | 96 | 120.1 |
| Timing Repair Buffer | 24 | 232.7 |
| Fill cell | 746 | 5244 |
| Clock buffer | 3 | 41.29 |
| Multi-Input combinational cell | 69 | 464.2 |
| Sequential cell | 29 | 725.7 |
| Inverter | 21 | 78.83 |
No activity file was given, so power comes from the tool's default toggle rates.
