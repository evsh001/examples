==> /design/flow/run.sh <==
#!/bin/bash
# OpenROAD 26Q1-2900-gdf79404cd8, Yosys 0.63+post, stock flow scripts
make -C /OpenROAD-flow-scripts/flow DESIGN_CONFIG=/design/flow/config.mk WORK_HOME=/design/flow/orfs finish
==> /design/flow/config.mk <==
export PLATFORM = sky130hd
export DESIGN_NAME = FsmProbe
export DESIGN_NICKNAME = FsmProbe
export VERILOG_FILES = /design/flow/design.v
export SDC_FILE = /design/flow/constraint.sdc
export NUM_CORES = 4
export LEC_CHECK = 1
export CORE_AREA = 10 10 70 70
export DIE_AREA = 0 0 80 80
==> /design/flow/constraint.sdc <==
current_design FsmProbe

set clk_period 1.5
set clk_io_pct 0.2

create_clock -name clk0 -period $clk_period [get_ports {clk}]

set non_clock_inputs [all_inputs -no_clocks]
set_input_delay [expr $clk_period * $clk_io_pct] -clock clk0 $non_clock_inputs
set_output_delay [expr $clk_period * $clk_io_pct] -clock clk0 [all_outputs]
==> /design/flow/design.v <==
`timescale 1ns / 1ps
module FsmProbe(
    input logic clk, rstN, i, j,
    output logic x, y
    );
    enum bit [2:0] {A=2'b00, B=2'b01, C=2'b10, D=2'b11} State, nextState;
    always_ff @(posedge clk, negedge rstN) begin
        if (~rstN) State <= A;
        else State <= nextState;
    end
    always_comb begin
        {x,y} = 2'b10;
        case (State)
            A: begin
                if (i) begin
                    nextState = B;
                    {x,y} = 2'b11;
                end
                else begin
                    nextState = A;
                    {x,y} = 2'b10;
                end
            end
            B: begin
                if (j) begin
                    nextState = C;
                    {x,y} = 2'b01;
                end
                else begin
                    nextState = D;
                    {x,y} = 2'b10;
                end
            end
            C: begin 
                if ({i,j} == 2'b00) begin
                    nextState = D;
                    {x,y} = 2'b11;
                end
                else if ({i,j} == 2'b01) begin
                    nextState = C;
                    {x,y} = 2'b10;
                end
                else begin
                    nextState = B;
                    {x,y} = 2'b00;
                end
            end
            D: begin 
                if ({i,j} == 2'b00) begin
                    nextState = A;
                    {x,y} = 2'b00;
                end
                else if ({i,j} == 2'b01) begin
                    nextState = C;
                    {x,y} = 2'b10;
                end
                else begin
                    nextState = D;
                    {x,y} = 2'b00;
                end
            end
            default: nextState = A;
        endcase
    end
endmodule
==> reports/metrics.yaml <==
global_route_wire_length_before_repair_um: 1030
layout.area.comb_um2: 104
layout.cells.non_filler: 85
num-fill-cells: 398
initial_utilization_pct: 5.90
reg2reg_slack_ps: 550
r2r_start: "State[1]"
avgRoutedWirePerCell_um: 6.62
power.sequential.fraction_pct: 37.4
max_freq_ghz: 0.683
fin_hold_ws_ps: 260
first_pass_iters: 4
cts-htree-levels: 1
critPathLaunchType: "flop"
root_buffer: "sky130_fd_sc_hd__clkbuf_4"
worstPathCellList: "nor2b_1, o21ai_1, o311ai_2, clkbuf_2"
seq_area_um2: 101
warnings: 27
drt_wl_total_um: 563
place_inst: 79
synth_cell_type_count: 13
vias: 209
dr.first_iter.drc_count: 1
clock_path_buffers: 2
r2r_cells: 4
yosys_most_used_dff: "sky130_fd_sc_hd__dfrtp_1"
post_synth.cell_area_avg_um2: 8.39
postSynthSeqShare_pct: 50.3
path_class: "flop to output pin"
layout-drive-gt1-share_pct: 38.5
io_buffer_count: 5
tightest_slew_ps: 200
grt_remaining_overflow: 0
finClkSkew_ps: 3.76
fp.coreArea_mm2: 0.00342
worstPathRequired_ps: 1200
largest_register_ffs: 4
power-per-cell-area_mw_per_mm2: 928
largest_registers: "State: 4 flops"
top_register: "State"
slowest_stage: "sky130_fd_sc_hd__dfrtp_1"
drc: 0
antenna_cells: 0
p_int_w: 0.000269
cts-buffers-inserted: 3
most_instantiated_cells_after_synthesis: "sky130_fd_sc_hd__nor2_1, sky130_fd_sc_hd__a21oi_1, sky130_fd_sc_hd__dfrtp_1, sky130_fd_sc_hd__o21ai_1, sky130_fd_sc_hd__nand2_1"
clkPwrFrac_pct: 39.9
area_delta_synth_final_pct: 91.9
number_of_enable_flip_flop_cells: 0
detailed_place_hpwl_um: 407
die.size.y_um: 80
core.rowCount: 21
vias_per_cell: 2.46
via_count_of_the_first_global_routing_pass: 233
status: "complete, no violations"
die_width_um: 80
critPathCaptureType: "output pin"
antenna_found_initial: 0
place.gp.congestion: 0.775
power_switching_share_pct: 24.9
route.antenna.remaining_nets: 0
unrepaired_setup_endpoints_after_global_routing: "yes"
mappedNetlistArea_um2: 201
final-hold-violation-count: 0
max_cap_viol_count: 0
yosys.area.top_type: "sky130_fd_sc_hd__dfrtp_1"
grt.total_usage_pct: 1.97
io_pins: 6
synthDominantCellAreaShare_pct: 37.3
grt_start_max_net_pins: 6
maxSlewViolCount: 0
slew-limit-headroom_pct: 86.6
setup_viol_count_final: 0
yosys.cell_count.top_type: "sky130_fd_sc_hd__nor2_1"
max_stage_delay_ps: 420
critical_path.max_fanout: 5
yosys.stat.chipArea_um2: 201
irDropWorstVdd_uv: 123
net_switching_power_figure_w: 0.0000892
power_leakage_nw: 0.161
clk_pin_slew_ps: 40
clkSinkCount: 4
top_cells_by_area: "sky130_fd_sc_hd__dfrtp_1, sky130_fd_sc_hd__dfstp_2, sky130_fd_sc_hd__nor2_1"
die_area_mm2: 0.00640
timing.final.crit_period_ps: 1460
hp-class: "primary input to asynchronous set/reset pin"
synth-cells-yosys: 24
worst_r2r_endpoint: "State[1]"
async_sr_flop_fraction_pct: 100
insertion_delay_ps: 230
synth.ff_latch_count: 4
ys_warn_count: 1
period_used_pct: 97.6
power.share.combinational_pct: 22.7
cell_count_after_synthesis: 24
arrival_ps: 1160
cts_tree: "yes"
## metal layers
layer | routed length (um) | track usage [%] | vias up
li1 | - | - | 111
met1 | 248 | 2.34 | 90
met2 | 199 | 2.33 | 8
met3 | 115 | 1.93 | 0
met4 | 0 | 0.704 | 0
met5 | 0 | 0 | -
## cells by family after synthesis
logic type      count (synthesis)  share of synthesized area [%]
flops                           4                           50.3
buf+inv                         2                           3.72
compound gates                  9                           25.5
simple gates                    9                           20.5
## cells in the final DEF (no fill, tap or decap)
cell type                         n
sky130_fd_sc_hd__o21a_1           1
sky130_fd_sc_hd__buf_6            1
sky130_fd_sc_hd__buf_4            5
sky130_fd_sc_hd__o311ai_2         1
sky130_fd_sc_hd__clkdlybuf4s50_1  1
sky130_fd_sc_hd__inv_1            1
sky130_fd_sc_hd__clkbuf_2         1
sky130_fd_sc_hd__nor2b_2          1
sky130_fd_sc_hd__nor2b_1          1
sky130_fd_sc_hd__nor2_1           5
sky130_fd_sc_hd__dfrtp_1          3
sky130_fd_sc_hd__o21ai_1          3
sky130_fd_sc_hd__o21ai_0          1
sky130_fd_sc_hd__a21oi_1          2
sky130_fd_sc_hd__nand2_1          2
sky130_fd_sc_hd__clkbuf_4         3
sky130_fd_sc_hd__clkbuf_1         1
sky130_fd_sc_hd__inv_2            1
sky130_fd_sc_hd__dlygate4sd2_1    3
sky130_fd_sc_hd__dfstp_2          1
sky130_fd_sc_hd__a21oi_2          1
## stage by stage
stage          power [W]  area (um2)  setup slack, ps  util (%)  TNS [ps]
6_report        0.000359         387             35.7      11.3         0
5_1_grt         0.000387         387            -35.2      11.3     -66.6
2_1_floorplan   0.000162         201              515         -         0
4_1_cts         0.000371         388            -61.4      11.4     -61.4
3_5_place_dp    0.000211         339             -390      9.93      -710
3_3_place_gp    0.000207         339             -371      9.93      -678
## power by group through the flow
stage / Sequential, W / Clock (W) / Combinational, W
after CTS: 0.000134 / 0.000154 / 0.0000830
final: 0.000134 / 0.000143 / 0.0000813
after global routing: 0.000136 / 0.000158 / 0.0000928
## worst max-delay path, delay by kind of cell (launching register included)
family	cells	cell delay (ps)
AND/OR/NAND/NOR	1	150
flip-flops	1	420
buffers and inverters	1	110
AND-OR/OR-AND	2	250
## layout make-up
type / instances / area share, %
timing repair buffer: 11 / 23.3
inverter: 2 / 1.94
sequential: 4 / 26.2
clock buffer: 4 / 6.80
multi-input combinational: 18 / 26.9
tap: 46 / 14.9
## worst max-delay path by stage
| stage | from | endpoint |
|---|---|---|
| after CTS | State[3] | x |
| after global routing | State[1] | x |
| final | State[3] | x |
## repair_timing
item,CTS,global route
hold buffers,0,0
pin swaps,0,1
endpoints found under the setup margin,2,2
gates resized,7,2
setup buffers,2,0
Power figures rest on the tool's default switching activity, not on a simulated workload.
